===== flow/run.sh =====
#!/bin/bash
# OpenROAD 26Q1-2900-gdf79404cd8, Yosys 0.63+post, stock flow scripts
make -C /OpenROAD-flow-scripts/flow DESIGN_CONFIG=/design/flow/config.mk WORK_HOME=/design/flow/orfs finish

===== flow/config.mk =====
export PLATFORM = sky130hd
export DESIGN_NAME = matrix_mult_simple_mem
export DESIGN_NICKNAME = matrix_mult_simple_mem
export VERILOG_FILES = /design/flow/design.v
export SDC_FILE = /design/flow/constraint.sdc
export NUM_CORES = 4
export LEC_CHECK = 1
export CORE_UTILIZATION = 40

===== flow/constraint.sdc =====
current_design matrix_mult_simple_mem

set clk_period 6.6
set clk_io_pct 0.2

create_clock -name clk0 -period $clk_period [get_ports {clk}]

set non_clock_inputs [all_inputs -no_clocks]
set_input_delay [expr $clk_period * $clk_io_pct] -clock clk0 $non_clock_inputs
set_output_delay [expr $clk_period * $clk_io_pct] -clock clk0 [all_outputs]

===== flow/design.v =====
module matrix_mult_simple_mem (
    input clk,
    input reset,
    input start,
    output reg done
);
    reg [7:0] mem_A [0:15];
    reg [7:0] mem_B [0:15];
    reg [15:0] mem_C [0:15];
    integer i, j, k;
    reg [15:0] sum;
    reg [3:0] addr_A, addr_B, addr_C;
    reg [1:0] state;
    parameter IDLE = 2'b00, CALC = 2'b01, DONE = 2'b10;
    always @(posedge clk or posedge reset) begin
        if (reset) begin
            state <= IDLE;
            done <= 0;
            i <= 0;
            j <= 0;
            k <= 0;
        end else begin
            case(state)
                IDLE: begin
                    done <= 0;
                    if (start) begin
                        mem_A[0]=1; mem_A[1]=2; mem_A[2]=3; mem_A[3]=4;
                        mem_A[4]=5; mem_A[5]=6; mem_A[6]=7; mem_A[7]=8;
                        mem_A[8]=9; mem_A[9]=10;mem_A[10]=11;mem_A[11]=12;
                        mem_A[12]=13;mem_A[13]=14;mem_A[14]=15;mem_A[15]=16;
                        mem_B[0]=1; mem_B[1]=0; mem_B[2]=0; mem_B[3]=0;
                        mem_B[4]=0; mem_B[5]=1; mem_B[6]=0; mem_B[7]=0;
                        mem_B[8]=0; mem_B[9]=0; mem_B[10]=1; mem_B[11]=0;
                        mem_B[12]=0; mem_B[13]=0; mem_B[14]=0; mem_B[15]=1;
                        i <= 0; j <= 0; k <= 0;
                        sum <= 0;
                        state <= CALC;
                    end
                end
                CALC: begin
                    if (i < 4) begin
                        if (j < 4) begin
                            if (k < 4) begin
                                addr_A = i*4 + k;
                                addr_B = k*4 + j;
                                sum = sum + mem_A[addr_A] * mem_B[addr_B];
                                k = k + 1;
                            end else begin
                                addr_C = i*4 + j;
                                mem_C[addr_C] = sum;
                                sum = 0;
                                k = 0;
                                j = j + 1;
                            end
                        end else begin
                            j = 0;
                            i = i + 1;
                        end
                    end else begin
                        state <= DONE;
                    end
                end
                DONE: begin
                    done <= 1;
                    state <= IDLE;
                end
            endcase
        end
    end
endmodule

==> results.yml <==
# flow metrics
status:
  status: "finished clean"
clock_network:
  postCtsSetupBuffers: 0
  clk_latency_ps: 360
  holdBufCountCts: 0
  cts_inserted_buffers: 9
  clk_pin_slew_ps: 70
  cts_tree: "done"
  ctsRootBufferMaster: "clkbuf_16"
  cts.repair.resized: 0
  h-tree-depth: 3
  cts_buffer_depth: 2
  clock_sinks: 100
yosys:
  synthArstFlopShare_pct: 100
  yosysWarningCount: 4
  yosysTopAreaCell: "dfrtp_1"
  yosysUniqueCellTypes: 57
  syn_area_um2: 5600
  enable_flop_cells: 0
  ys.flop_type: "dfrtp_1"
  synth_area_per_cell_um2: 8.81
  yosys_cells: 636
  most_common_cell: "dfrtp_1"
  ys_top_cells_by_area: "dfrtp_1 44%, xnor2_1 4.4%, nor4_1 4.2%"
  yosys.stat.seqShare_pct: 44.7
  post_synth_inst_count: 636
  top_cell_area_share_pct: 44.2
  ys_chip_area_um2: 5600
  top_cells_by_count: "99 x dfrtp_1, 60 x nand2_1, 49 x nor2_1"
  numSynthFlops: 100
power_and_ir_drop:
  vdd_drop_max_uv: 122
  p_seq_share_pct: 52.3
  leakagePower_nw: 2.44
  combPwrFrac_pct: 1.2
  power.share.switching_pct: 21.4
  clock_power_share_pct: 46.5
  p_int_mw: 0.920
  power_switching_mw: 0.250
  p_per_area_nw_per_um2: 191
floorplan:
  fp-row-count: 42
  fp_util_pct: 41.6
  core_area_um2: 13500
  die_area_um2: 14500
  die-height_um: 120
  io_pins: 4
  fp.dieW_um: 120
final_timing:
  fin_setup_tns_ps: 0
  finalClockPeriodUsage_pct: 51.8
  fin_ws_ps: 3180
  fin_skew_ps: 11.1
  final_max_slew_viol_count: 0
  finalSetupViolCount: 0
  rsz0062_at_grt: "no"
  slew_headroom_pct: 34.4
  finalHoldViolCount: 0
  fmax_mhz: 292
  worst_pin_slew_ps: 980
  post-route-min-period_ps: 3420
critical_path:
  crit_fanout: 21
  ff2ff_path_depth: 7
  critPathKind: "primary input to register"
  r2r_setup_slack_ps: 3350
  cp_data_required_time_ps: 6880
  arrival_ps: 3700
  critPathCaptureType: "register"
  cp-start-kind: "primary input"
min_path:
  hold_path.class: "register to register"
  whs_path_depth: 1
cells_and_area:
  seq_area_um2: 2500
  fillers: 1277
  areaGrowthSynthToFinish_pct: 9.29
  final-comb-area_um2: 2910
  drive_above_1_share_pct: 6.90
  stdcell_count: 814
global_routing:
  track_usage_pct: 20.2
  antenna_found_initial: 0
  grt_pass1_vias: 4541
  grt_pass1_wl_mm: 22.9
  overflow: 0
  grt_start_max_net_pins: 54
routing:
  vias_per_cell: 5.91
  diodes: 0
  drtIter0Drc: 315
  first_pass_iters: 5
  num_vias: 4812
  drc: 0
  post_drt_wl_per_cell_um: 16.2
  wl_mm: 13.2
  antenna_left: 0
place:
  gp_congestion: 0.845
  pre_cts_ws_ps: 2850
  io_buffers: 3
  dp_hpwl_mm: 8.62
  dp.cells: 798
flow_run:
  warnings: 25
  cap_violations: 0
==> per-stage QoR <==
stage          utilization [%]  total power [mW]  hold WS, ps  cell area [µm²]
6_report                  45.5              1.17          459             6120
5_1_grt                   45.5              1.22          487             6120
4_1_cts                   45.5              1.19          452             6120
3_5_place_dp              43.3             0.639          436             5820
3_3_place_gp              43.3             0.639          429             5820
2_1_floorplan                -             0.633          419             5600
==> flip-flops by register name, summed over array words and instances (netlist names) <==
register / flops
k: 32
state: 3
j: 32
i: 32
done: 1
==> layout make-up <==
class | count | share of cell area (%)
Timing Repair Buffer | 11 | 1.47
Clock inverter | 5 | 0.981
Tap cell | 176 | 3.60
Clock buffer | 11 | 3.96
Multi-Input combinational cell | 486 | 47.5
Sequential cell | 100 | 40.9
Inverter | 25 | 1.57
==> metal layers <==
metal / wire (µm) / part of all wire, % / vias to the layer above / global-route usage, %
met2: 5890 / 45 / 84 / 30.3
li1: - / - / 2377 / -
met3: 592 / 4.5 / 14 / 4.24
met4: 174 / 1.3 / 0 / 2.85
met1: 6540 / 50 / 2337 / 31.8
met5: 0 / 0 / - / 0
==> logic make-up (layout without fill, tap and decap cells) <==
family	Yosys count	count (layout)	synth area share, %
multiplexers	2	2	0.380
adder cells (fa/ha/maj)	3	3	0.670
buffers and inverters	50	52	3.66
AND/OR/NAND/NOR	295	295	28.0
AND-OR/OR-AND	153	153	17.4
flip-flops	100	100	44.7
XOR/XNOR	33	33	5.16
==> cell usage in the layout (no fill, tap or decap), types with 3 or more instances in the layout <==
cell / Yosys / routed
dfrtp_1: 99 / 99
nand2_1: 60 / 60
nor2_1: 49 / 48
a21oi_1: 38 / 38
o21ai_0: 38 / 38
nor4_1: 38 / 37
nand3_1: 34 / 34
nand4_1: 33 / 33
xnor2_1: 28 / 28
inv_1: 24 / 23
or3_1: 19 / 19
o31ai_1: 17 / 17
or4_1: 16 / 16
nor3_1: 14 / 14
a31oi_1: 10 / 10
and3_1: 9 / 9
a211oi_1: 9 / 9
clkbuf_16: 0 / 9
o21a_1: 8 / 8
buf_4: 0 / 8
o211ai_1: 7 / 7
nand2b_1: 5 / 5
xor2_1: 5 / 5
and4_1: 4 / 4
or2_2: 4 / 4
and2_1: 3 / 3
a22o_1: 3 / 3
o21ai_1: 4 / 3
ha_1: 3 / 3
clkdlybuf4s50_1: 0 / 3
==> power groups by stage <==
stage                 combinational, mW  sequential [mW]  clock [mW]
after global routing             0.0171            0.612       0.589
final                            0.0141            0.612       0.544
after CTS                        0.0152            0.612       0.561
==> path summary, 6_finish.rpt <==
path,startpoint,to
worst min-delay path,state[1],done
worst max register to register,i[2],k[20]
worst min register to register,state[1],done
max in group asynchronous,reset,j[20]
min in group asynchronous,reset,k[2]
worst max-delay path,start,j[31]
==> worst max-delay path, stage by stage <==
cell             delay (ps)
clkdlybuf4s50_1         510
mux2i_2                  80
buf_4                   240
nor3_1                  410
nand3_1                 130
a211o_1                 380
or4_1                   490
a21oi_1                 140
Power and IR drop assume default switching activity.
